==> ./design.v <==
`timescale 1ns / 1ps
module add3(
    input [3:0] num,
    output [3:0] modnum
    );
    reg [3:0] w;
    always @* begin
    if (num > 4'b0100)  
        w = num + 4'b0011;
    else
        w = num;
    end
    assign modnum = w;
endmodule
`timescale 1ns / 1ps
module an_decoder(
    input [1:0] in,
    output reg [3:0] out
    );
    always @*
    case({in[1],in[0]})
    2'b00: out=4'b1110;
    2'b01: out=4'b1101;
    2'b10: out=4'b1011;
    2'b11: out=4'b0111;
    endcase
endmodule
`timescale 1ns / 1ps
module count_sseg_wrapper(
    input clk,
    input btnC,
    output [6:0] seg,
    output dp,
    output [3:0] an
    );
    wire[1:0] count_out;
    counter mycount(
    .clk(clk),
    .rst(btnC),
    .msbs(count_out));
    sseg4 mysseg4(
    .data(4'hA),
    .sign(1'b0),
    .hex_dec(1'b0),
    .digit_sel(count_out),
    .seg(seg),
    .an(an),
    .dp(dp));
endmodule
`timescale 1ns / 1ps
module counter #(parameter N=20)(
    input clk,
    input rst,
    output[1:0] msbs
    );
    reg [N-1:0] Qreg, Qnext;
    always @(posedge clk, posedge rst) begin
        if (rst) 
        Qreg <= 0;
        else
        Qreg <= Qnext;
    end
    always @* begin
        Qnext = Qreg+1;
    end
    assign msbs = Qreg[N-1:N-2];
endmodule
`timescale 1ns / 1ps
module eleven_bit_BCD(
    input [10:0] B,
    output [15:0] out
    );
    wire[3:0] c1_modnum;
    wire[3:0] c2_modnum;
    wire[3:0] c3_modnum;
    wire[3:0] c4_modnum;
    wire[3:0] c5_modnum;
    wire[3:0] c6_modnum;
    wire[3:0] c7_modnum;
    wire[3:0] c8_modnum;
    wire[3:0] c9_modnum;
    wire[3:0] c10_modnum;
    wire[3:0] c11_modnum;
    wire[3:0] c12_modnum;
    wire[3:0] c13_modnum;
    wire[3:0] c14_modnum;
    wire[3:0] c15_modnum;
    add3 c1(
        .num({1'b0,B[10:8]}),
        .modnum(c1_modnum)
        );      
    add3 c2(
        .num({c1_modnum[2:0],B[7]}),
        .modnum(c2_modnum)
        );    
    add3 c3(
        .num({c2_modnum[2:0],B[6]}),
        .modnum(c3_modnum)
        );        
    add3 c4(
        .num({c3_modnum[2:0],B[5]}),
        .modnum(c4_modnum)
        );      
    add3 c5(
        .num({c4_modnum[2:0],B[4]}),
        .modnum(c5_modnum)
        );
    add3 c6(
        .num({c5_modnum[2:0],B[3]}),
        .modnum(c6_modnum)
        );
    add3 c7(
        .num({c6_modnum[2:0],B[2]}),
        .modnum(c7_modnum)
        );
    add3 c8(
        .num({c7_modnum[2:0],B[1]}),
        .modnum(c8_modnum)
        );
    add3 c9(
        .num({1'b0,c1_modnum[3],c2_modnum[3],c3_modnum[3]}),
        .modnum(c9_modnum)
        );
    add3 c10(
        .num({c9_modnum[2:0],c4_modnum[3]}),
        .modnum(c10_modnum)
        );
    add3 c11(
        .num({c10_modnum[2:0],c5_modnum[3]}),
        .modnum(c11_modnum)
        );
    add3 c12(
        .num({c11_modnum[2:0],c6_modnum[3]}),
        .modnum(c12_modnum)
        );
    add3 c13(
        .num({c12_modnum[2:0],c7_modnum[3]}),
        .modnum(c13_modnum)
        );
    add3 c14(
        .num({1'b0,c9_modnum[3],c10_modnum[3],c11_modnum[3]}),
        .modnum(c14_modnum)
        );
    add3 c15(
        .num({c14_modnum[2:0],c12_modnum[3]}),
        .modnum(c15_modnum)
        );
    assign out={1'b0,1'b0,1'b0,c15_modnum[3],c15_modnum[2:0],c13_modnum[3],c13_modnum[2:0],c8_modnum[3],c8_modnum[2:0],B[0]};
endmodule
`timescale 1ns / 1ps
module mux2
    #(parameter BITS=16)
    (input [BITS-1:0] in0,
    input [BITS-1:0] in1,
    input sel,
    output [BITS-1:0] out
    );
    assign out = sel ? in1 : in0;
endmodule
`timescale 1ns / 1ps
module mux4
    #(parameter BITS = 4)
    (input [BITS-1:0] in0,
    input [BITS-1:0] in1,
    input [BITS-1:0] in2,
    input [BITS-1:0] in3,
    input [1:0] sel,
    output reg [BITS-1:0] out
    );
    always @*
        case({sel[1],sel[0]})
            2'b00: out  = in0;
            2'b01: out  = in1;
            2'b10: out  = in2;
            2'b11: out  = in3;
        endcase
endmodule
`timescale 1ns / 1ps
module sseg4(
    input [15:0] data,
    input hex_dec,
    input sign,
    input [1:0] digit_sel,
    output [6:0] seg,
    output dp,
    output [3:0] an
    );
    wire[15:0] bcd11_mux2; 
    wire[15:0] mux2_mux4;
    wire[3:0] mux4_decoder;
    wire[6:0] decoder_mux2;
    wire sel_mux2;
    eleven_bit_BCD bcd11(
    .B(data[10:0]),
    .out(bcd11_mux2));
    mux2 #(.BITS(16)) mux2_1(
    .in0(bcd11_mux2),
    .in1(data),
    .sel(hex_dec),
    .out(mux2_mux4));
    mux4 #(.BITS(4)) mymux4(
    .in0(mux2_mux4[3:0]),
    .in1(mux2_mux4[7:4]),
    .in2(mux2_mux4[11:8]),
    .in3(mux2_mux4[15:12]),
    .sel(digit_sel),
    .out(mux4_decoder));
    sseg_decoder my_sseg_decoder(
    .num(mux4_decoder),
    .sseg(decoder_mux2));
    an_decoder my_an_decoder(
    .in(digit_sel),
    .out(an));
    assign sel_mux2 = sign&~an[3];
    mux2 #(.BITS(7)) mux2_2(
    .in0(decoder_mux2),
    .in1(7'b0111111),
    .sel(sel_mux2),
    .out(seg));
    assign dp = 1'b1;
endmodule
`timescale 1ns / 1ps
module sseg_decoder(
    input [3:0] num,
    output reg [6:0] sseg
    );
always @*
    case(num)
    4'h0: sseg = 7'b1000000;
    4'h1: sseg = 7'b1111001;
    4'h2: sseg = 7'b0100100;
    4'h3: sseg = 7'b0110000;
    4'h4: sseg = 7'b0011001;
    4'h5: sseg = 7'b0010010;
    4'h6: sseg = 7'b0000010;
    4'h7: sseg = 7'b1111000;
    4'h8: sseg = 7'b0000000;
    4'h9: sseg = 7'b0011000;
    4'hA: sseg = 7'b0001000;
    4'hB: sseg = 7'b0000011;
    4'hC: sseg = 7'b1000110;
    4'hD: sseg = 7'b0100001;
    4'hE: sseg = 7'b0000110;
    4'hF: sseg = 7'b0001110;
    endcase
endmodule
==> ./run.sh <==
#!/bin/bash
# OpenROAD 26Q1-2900-gdf79404cd8, Yosys 0.63+post, stock flow scripts
make -C /OpenROAD-flow-scripts/flow DESIGN_CONFIG=/design/flow/config.mk WORK_HOME=/design/flow/orfs finish
==> ./config.mk <==
export PLATFORM = sky130hd
export DESIGN_NAME = count_sseg_wrapper
export DESIGN_NICKNAME = count_sseg_wrapper
export VERILOG_FILES = /design/flow/design.v
export SDC_FILE = /design/flow/constraint.sdc
export NUM_CORES = 4
export LEC_CHECK = 1
export CORE_AREA = 10 10 83 83
export DIE_AREA = 0 0 93 93
==> ./constraint.sdc <==
current_design count_sseg_wrapper

set clk_period 3.1
set clk_io_pct 0.2

create_clock -name clk0 -period $clk_period [get_ports {clk}]

set non_clock_inputs [all_inputs -no_clocks]
set_input_delay [expr $clk_period * $clk_io_pct] -clock clk0 $non_clock_inputs
set_output_delay [expr $clk_period * $clk_io_pct] -clock clk0 [all_outputs]
==> flow_summary_export.csv <==
group,metric,value,unit
placement,placed_area,1060,µm²
run,warnings,25,
min_path,hold_path_class,"reg -> reg",
logic_synthesis,yosys_area,931,µm²
finish,area_growth,21.9,%
placement,io_buffers,9,
cts,htree_levels,1,
grt,antenna_found_initial,0,
grt,grtUsageTotal,0.0333,
min_path,worstHoldStart,"mycount.Qreg[0]",
cts,cts_setup_buffers,0,
logic_synthesis,ys_top_cells_by_area,"dfrtp_1 (54%), xnor2_1 (12%), buf_4 (5.6%)",
grt,grt_pass1_wl,2390,µm
logic_synthesis,ys_cells,82,
pwr,p_leak,0.485,nW
route,avgRoutedWirePerCell,8.63,µm
pwr,power_density,462,nW/µm²
sta,hold_slack,0.452,ns
worst_setup_path,r2r_cells,5,
route,drt_iter0_drc,23,
finish,drive_gt1_frac,0.100,
floorplanning,core,5140,µm²
cts,cts_tree,"yes",
worst_setup_path,rr_startpoint,"mycount.Qreg[0]",
logic_synthesis,synth_seq_share,0.538,
logic_synthesis,ys_warn_count,5,
grt,grt_pass1_vias,515,
pwr,power,524,µW
route,avgViaCountPerCell,3.29,
route,drcViolationCount,0,
logic_synthesis,numSynthFlops,20,
floorplanning,num_rows,26,
floorplanning,dieWidth,93,µm
route,ant_nets,0,
sta,final.period_utilization,0.684,
finish,reg_top3,"mycount.Qreg: 20 flops",
logic_synthesis,async_flop_share,1.00,
grt,grt_max_degree,21,
logic_synthesis,syn_inst,82,
grt,gr-total-overflow,0,
worst_setup_path,cp_slowest_cell,"clkdlybuf4s50_1",
worst_setup_path,critical_path_class,"reg -> out",
sta,fin_skew,0.00574,ns
cts,cts_sinks,20,
cts,cts_resized,0,
sta,worst_pin_slew,0.754,ns
route,dr_total_vias,527,
worst_setup_path,path_max_fanout,6,
sta,layout_min_cycle_time,2.12,ns
route,first_pass_iters,4,
min_path,min_to,"mycount.Qreg[0]",
worst_setup_path,rrSetupSlack,1.74,ns
logic_synthesis,netlist.area_leader.share,0.538,
worst_setup_path,cp_data_arrival_time,1.50,ns
floorplanning,pin_count,14,
placement,place_inst,156,
cts,cts_root_buf,"clkbuf_8",
finish,fillers,577,
logic_synthesis,yosysMostFrequentCell,"dfrtp_1",
finish,largest_reg_flops,20,
worst_setup_path,rr_endpoint,"mycount.Qreg[10]",
floorplanning,die_y,93,µm
logic_synthesis,common_cells,"dfrtp_1 (20), xnor2_1 (13), buf_4 (7), nand2_1 (7), nand3_1 (7)",
cts,holdBufCountCts,0,
sta,hold_viol_final,0,
finish,comb_area,374,µm²
worst_setup_path,cp.required,2.48,ns
worst_setup_path,cp_slowest_stage_delay,0.53,ns
logic_synthesis,yosys.area.top_type,"dfrtp_1",
finish,fin_area,1130,µm²
worst_setup_path,end_kind,"primary output",
floorplanning,die-area,8650,µm²
pwr,vdd_ir_drop_max,391,µV
sta,finalSetupTns,0,ns
logic_synthesis,edf_count,0,
sta,maxSlewViolCount,0,
run_status,status,"complete, no violations",
placement,gp_congestion,0.685,
logic_synthesis,syn_area,931,µm²
sta,rsz0062_at_grt,"no",
route,drt_wl_total,1380,µm
sta,maxSlewHeadroom,0.497,
worst_setup_path,cp-start-kind,"flop",
min_path,whs_path_depth,1,
cts,cts_buffer_depth,2,
logic_synthesis,syn_avg_cell_area,11.4,µm²
finish,final-instance-count-excl-fill,160,
run,drv_cap,0,
route,diodes,0,
floorplanning,initCoreUtil,0.181,
finish,seq_area,500,µm²
sta,setup_viol,0,
cts,worst_skew_pair.late_latency,0.26,ns
logic_synthesis,ys.flop_type,"dfrtp_1",
cts,cts_made_buffers,3,
logic_synthesis,synth_cell_types,20,
cts,clkTransAtPathRegs,0.08,ns
finish,top_register,"mycount.Qreg",
sta,fmax,471,MHz
worst_setup_path,crit_chain,"nor2b_1 > clkdlybuf4s50_1",
-- through the flow --
| step | setup slack, ns | utilization |
|---|---|---|
| CTS | 0.942 | 0.221 |
| global placement | 1.28 | 0.207 |
| global route | 0.827 | 0.221 |
| detailed placement | 1.24 | 0.207 |
| floorplan | 1.74 | - |
| finish | 0.979 | 0.221 |
-- logic make-up (layout without fill, tap and decap cells) --
family,Yosys count,count (layout),synth area share
flip-flops,20,20,0.538
AND/OR/NAND/NOR,31,31,0.203
adder cells (fa/ha/maj),1,1,0.0134
other,2,4,0.00807
buffers and inverters,10,16,0.0685
XOR/XNOR,18,18,0.169
-- layout by cell type (no fill, tap or decap), types with 2 or more instances in the layout --
cell / n
dfrtp_1: 20
xnor2_1: 13
clkdlybuf4s50_1: 9
nand2_1: 7
nand3_1: 7
xor2_1: 5
conb_1: 4
and3_1: 3
nand4_1: 3
inv_1: 3
clkbuf_8: 3
and4_1: 2
nor2_1: 2
-- layout make-up --
class                           instances  share of cell area
Inverter                                3             0.00992
Clock buffer                            3              0.0364
Clock inverter                          1              0.0265
Sequential cell                        20               0.441
Timing Repair Buffer                    9              0.0794
Tap cell                               70              0.0772
Multi-Input combinational cell         54               0.330
-- routing by layer --
layer	up-vias	GRT usage	share of wire
met4	0	0.00257	0
met3	0	0.0218	0.11
li1	272	-	-
met5	-	0	0
met1	237	0.0478	0.55
met2	18	0.0421	0.34
-- worst max-delay path, delay by kind of cell (launching register included) --
family / cells / cell delay [ns]
buffers and inverters: 1 / 0.53
AND/OR/NAND/NOR: 1 / 0.29
flip-flops: 1 / 0.42
-- how the worst max path moves through the flow --
stage	startpoint	end	slack [ns]	cells past startpoint
after CTS	mycount.Qreg[18]	seg[3]	0.94	2
after global routing	mycount.Qreg[18]	seg[4]	0.83	2
final	mycount.Qreg[18]	seg[4]	0.98	2
-- power breakdown --
group	leakage, nW	switching [mW]	total (mW)	internal (mW)
Sequential	0.270	0	0.261	0.261
Clock	0.0357	0.0848	0.257	0.172
Combinational	0.179	0.00518	0.00634	0.00116
Total	0.485	0.0900	0.524	0.434
Power is estimated from default activity; no workload was simulated.
