[./config.mk]
export PLATFORM = sky130hd
export DESIGN_NAME = sseg4_manual
export DESIGN_NICKNAME = sseg4_manual
export VERILOG_FILES = /design/flow/design.v
export SDC_FILE = /design/flow/constraint.sdc
export NUM_CORES = 4
export LEC_CHECK = 1
export CORE_AREA = 10 10 93 93
export DIE_AREA = 0 0 103 103
[./constraint.sdc]
current_design sseg4_manual

set clk_period 18.4
set clk_io_pct 0.2

create_clock -name clk0 -period $clk_period

set non_clock_inputs [all_inputs -no_clocks]
set_input_delay [expr $clk_period * $clk_io_pct] -clock clk0 $non_clock_inputs
set_output_delay [expr $clk_period * $clk_io_pct] -clock clk0 [all_outputs]
[./design.v]
`timescale 1ns / 1ps
module add3(
    input [3:0] num,
    output [3:0] modnum
    );
    reg [3:0] w;
    always @* begin
    if (num > 4'b0100)  
        w = num + 4'b0011;
    else
        w = num;
    end
    assign modnum = w;
endmodule
`timescale 1ns / 1ps
module an_decoder(
    input [1:0] in,
    output reg [3:0] out
    );
    always @*
    case({in[1],in[0]})
    2'b00: out=4'b1110;
    2'b01: out=4'b1101;
    2'b10: out=4'b1011;
    2'b11: out=4'b0111;
    endcase
endmodule
`timescale 1ns / 1ps
module eleven_bit_BCD(
    input [10:0] B,
    output [15:0] out
    );
    wire[3:0] c1_modnum;
    wire[3:0] c2_modnum;
    wire[3:0] c3_modnum;
    wire[3:0] c4_modnum;
    wire[3:0] c5_modnum;
    wire[3:0] c6_modnum;
    wire[3:0] c7_modnum;
    wire[3:0] c8_modnum;
    wire[3:0] c9_modnum;
    wire[3:0] c10_modnum;
    wire[3:0] c11_modnum;
    wire[3:0] c12_modnum;
    wire[3:0] c13_modnum;
    wire[3:0] c14_modnum;
    wire[3:0] c15_modnum;
    add3 c1(
        .num({1'b0,B[10:8]}),
        .modnum(c1_modnum)
        );      
    add3 c2(
        .num({c1_modnum[2:0],B[7]}),
        .modnum(c2_modnum)
        );    
    add3 c3(
        .num({c2_modnum[2:0],B[6]}),
        .modnum(c3_modnum)
        );        
    add3 c4(
        .num({c3_modnum[2:0],B[5]}),
        .modnum(c4_modnum)
        );      
    add3 c5(
        .num({c4_modnum[2:0],B[4]}),
        .modnum(c5_modnum)
        );
    add3 c6(
        .num({c5_modnum[2:0],B[3]}),
        .modnum(c6_modnum)
        );
    add3 c7(
        .num({c6_modnum[2:0],B[2]}),
        .modnum(c7_modnum)
        );
    add3 c8(
        .num({c7_modnum[2:0],B[1]}),
        .modnum(c8_modnum)
        );
    add3 c9(
        .num({1'b0,c1_modnum[3],c2_modnum[3],c3_modnum[3]}),
        .modnum(c9_modnum)
        );
    add3 c10(
        .num({c9_modnum[2:0],c4_modnum[3]}),
        .modnum(c10_modnum)
        );
    add3 c11(
        .num({c10_modnum[2:0],c5_modnum[3]}),
        .modnum(c11_modnum)
        );
    add3 c12(
        .num({c11_modnum[2:0],c6_modnum[3]}),
        .modnum(c12_modnum)
        );
    add3 c13(
        .num({c12_modnum[2:0],c7_modnum[3]}),
        .modnum(c13_modnum)
        );
    add3 c14(
        .num({1'b0,c9_modnum[3],c10_modnum[3],c11_modnum[3]}),
        .modnum(c14_modnum)
        );
    add3 c15(
        .num({c14_modnum[2:0],c12_modnum[3]}),
        .modnum(c15_modnum)
        );
    assign out={1'b0,1'b0,1'b0,c15_modnum[3],c15_modnum[2:0],c13_modnum[3],c13_modnum[2:0],c8_modnum[3],c8_modnum[2:0],B[0]};
endmodule
`timescale 1ns / 1ps
module mux2
    #(parameter BITS=16)
    (input [BITS-1:0] in0,
    input [BITS-1:0] in1,
    input sel,
    output [BITS-1:0] out
    );
    assign out = sel ? in1 : in0;
endmodule
`timescale 1ns / 1ps
module mux4
    #(parameter BITS = 4)
    (input [BITS-1:0] in0,
    input [BITS-1:0] in1,
    input [BITS-1:0] in2,
    input [BITS-1:0] in3,
    input [1:0] sel,
    output reg [BITS-1:0] out
    );
    always @*
        case({sel[1],sel[0]})
            2'b00: out  = in0;
            2'b01: out  = in1;
            2'b10: out  = in2;
            2'b11: out  = in3;
        endcase
endmodule
`timescale 1ns / 1ps
module sseg4(
    input [15:0] data,
    input hex_dec,
    input sign,
    input [1:0] digit_sel,
    output [6:0] seg,
    output dp,
    output [3:0] an
    );
    wire[15:0] bcd11_mux2; 
    wire[15:0] mux2_mux4;
    wire[3:0] mux4_decoder;
    wire[6:0] decoder_mux2;
    wire sel_mux2;
    eleven_bit_BCD bcd11(
    .B(data[10:0]),
    .out(bcd11_mux2));
    mux2 #(.BITS(16)) mux2_1(
    .in0(bcd11_mux2),
    .in1(data),
    .sel(hex_dec),
    .out(mux2_mux4));
    mux4 #(.BITS(4)) mymux4(
    .in0(mux2_mux4[3:0]),
    .in1(mux2_mux4[7:4]),
    .in2(mux2_mux4[11:8]),
    .in3(mux2_mux4[15:12]),
    .sel(digit_sel),
    .out(mux4_decoder));
    sseg_decoder my_sseg_decoder(
    .num(mux4_decoder),
    .sseg(decoder_mux2));
    an_decoder my_an_decoder(
    .in(digit_sel),
    .out(an));
    assign sel_mux2 = sign&~an[3];
    mux2 #(.BITS(7)) mux2_2(
    .in0(decoder_mux2),
    .in1(7'b0111111),
    .sel(sel_mux2),
    .out(seg));
    assign dp = 1'b1;
endmodule
`timescale 1ns / 1ps
module sseg4_manual(
    input [15:0] sw,
    input clk,
    output [6:0] seg,
    output dp,
    output [3:0] an
    );
    sseg4 mysseg4(
    .data({4'b0000,sw[11:0]}),
    .hex_dec(sw[15]),
    .sign(sw[14]),
    .digit_sel(sw[13:12]),
    .seg(seg),
    .dp(dp),
    .an(an));
endmodule
`timescale 1ns / 1ps
module sseg_decoder(
    input [3:0] num,
    output reg [6:0] sseg
    );
always @*
    case(num)
    4'h0: sseg = 7'b1000000;
    4'h1: sseg = 7'b1111001;
    4'h2: sseg = 7'b0100100;
    4'h3: sseg = 7'b0110000;
    4'h4: sseg = 7'b0011001;
    4'h5: sseg = 7'b0010010;
    4'h6: sseg = 7'b0000010;
    4'h7: sseg = 7'b1111000;
    4'h8: sseg = 7'b0000000;
    4'h9: sseg = 7'b0011000;
    4'hA: sseg = 7'b0001000;
    4'hB: sseg = 7'b0000011;
    4'hC: sseg = 7'b1000110;
    4'hD: sseg = 7'b0100001;
    4'hE: sseg = 7'b0000110;
    4'hF: sseg = 7'b0001110;
    endcase
endmodule
[./run.sh]
#!/bin/bash
# OpenROAD 26Q1-2900-gdf79404cd8, Yosys 0.63+post, stock flow scripts
make -C /OpenROAD-flow-scripts/flow DESIGN_CONFIG=/design/flow/config.mk WORK_HOME=/design/flow/orfs finish
==> impl_metrics.py <==
# Flow results
metrics = {
    "clock_network": {
        "post_cts_buffers": 0,
        "holdBufCountCts": 0,
        "cts-resized-gates": 0,
    },
    "floorplan": {
        "die_w_um": 103,
        "core_um2": 6760,
        "pin_count": 29,
        "rows": 30,
        "die_area_um2": 10600,
        "fp-utilization": 0.544,
        "die_height_um": 103,
    },
    "worst_setup_path": {
        "worstPathMaxFanout": 24,
        "slowest_stage": "clkdlybuf4s50_1",
        "crit_top_cell": "ha_1",
        "cp_top_family": "AND-OR/OR-AND gates",
        "cp-end-kind": "primary output",
        "cp_slowest_stage_delay_ns": 0.66,
        "cp-start-kind": "primary input",
        "critPathRequiredTime_ns": 14.72,
        "cp.arrival_ns": 13.13,
        "worstSetupPathType": "in -> out",
        "crit_buf_inv": 11,
    },
    "run": {
        "cap_violations": 0,
        "warnings": 53,
    },
    "global_route": {
        "top_usage_layer": "met2",
        "overflow": 0,
        "use_met3": 0.0230,
        "grt_pass1_wl_um": 18100,
        "antenna_found_initial": 0,
        "grt_pass1_vias": 3719,
        "track_usage": 0.207,
        "gr-usage-met1": 0.295,
        "grt_max_degree": 39,
        "use_met2": 0.326,
    },
    "final_layout": {
        "final_cell_mix": "nand2_1 (47), nor2_1 (41), a21oi_1 (36)",
        "design_area_um2": 3990,
        "lay_top_count": "nand2_1",
        "fin_cells": 626,
        "flop_area_um2": 0,
        "nClkBuffers": 0,
        "drive_gt1_frac": 0.0916,
        "syn_to_final_growth_pct": 8.54,
        "nFlopsAndLatches": 0,
    },
    "synth": {
        "netlist_instances": 543,
        "ys_area_um2": 3680,
        "synth_cell_types": 93,
        "synth_area_um2": 3680,
        "syn_avg_cell_area_um2": 6.77,
        "ys_cells": 543,
        "yosysWarnings": 4,
        "ys_seq_share": 0,
    },
    "placement": {
        "placed_cells": 626,
        "globalplace.congestion": 0.975,
        "numPortBuffers": 27,
        "dpl.hpwl_um": 8400,
        "placed_area_um2": 3990,
    },
    "final_timing": {
        "finalHoldViolations": 0,
        "max_slew_margin": 0.499,
        "max_freq_mhz": 59.5,
        "finalCritPeriodShare": 0.913,
        "tns_ns": 0,
        "worst_slew_pin_slew_ns": 0.732,
        "whs_ns": 8.40,
        "setup-violations-final": 0,
        "rsz0062_at_grt": "false",
        "layout_min_cycle_time_ns": 16.81,
        "maxSlewViolCount": 0,
    },
    "worst_hold_path": {
        "hold-path-endpoint": "seg[3]",
        "hold_class": "in -> out",
        "hp-start": "sw[14]",
        "hold_depth": 4,
    },
    "routing": {
        "num_antenna_cells": 0,
        "first_pass_iters": 5,
        "wl_per_cell_um": 17.8,
        "vias": 4325,
        "wirelength_um": 11100,
        "drc": 0,
        "route.antenna.remaining_nets": 0,
        "drt-vias-per-instance": 6.91,
        "detailedRoute.firstIterationViolations": 349,
    },
    "outcome": {
        "status": "finished clean",
    },
    "power_and_ir_drop": {
        "powerDensity_nw_per_um2": 87.7,
        "p_leak_nw": 1.49,
        "power_w": 0.000350,
        "peakVddDrop_v": 0.0000563,
    },
}
## cell type report
type	instances	area (um2)
multi-input cells	476	3400
fillers	626	2770
repair buffers	42	383
inverters	28	105
well taps	80	100
## logic make-up (layout without fill, tap and decap cells)
kind of cell             after synthesis  in the layout  synth area share
AND-OR/OR-AND                        209            209             0.438
XOR/XNOR                              16             16            0.0483
adder cells (fa/ha/maj)               29             29            0.0980
buffers and inverters                 67             70            0.0745
multiplexers                          23             23            0.0653
other                                  1              1           0.00102
AND/OR/NAND/NOR                      198            198             0.275
## worst max path at each step
| stage | start | endpoint | slack, ns | cells past startpoint |
|---|---|---|---|---|
| finish | sw[8] | seg[3] | 1.59 | 45 |
| CTS | sw[8] | seg[3] | 1.66 | 45 |
| global route | sw[8] | seg[3] | 0.64 | 45 |
## Yosys cell counts (all sizes together), types with 5 or more instances
library cell,number,share of area
o21ai,36,0.049
nor3,14,0.019
or2,6,0.010
nor2,41,0.042
o211ai,8,0.020
xor2,5,0.016
o22ai,6,0.012
a31oi,9,0.017
nand2,47,0.048
o21a,5,0.010
or3,7,0.013
a211oi,6,0.012
a32oi,6,0.014
nand3b,6,0.012
mux2i,18,0.050
xnor2,10,0.026
a2bb2oi,5,0.014
ha,28,0.095
o32a,5,0.014
buf,17,0.023
and2,6,0.010
clkbuf,22,0.022
nand4,9,0.015
o31ai,9,0.023
and3,10,0.017
nand2b,11,0.019
o32ai,5,0.017
o221ai,12,0.034
mux2,5,0.015
a21oi,36,0.049
nand3,21,0.030
nor2b,9,0.015
inv,25,0.026
## worst min-delay path: cells and delay by family
kind	cells	cell delay [ns]
and+or+nand+nor	2	0.23
buffers and inverters	2	0.80
## stage by stage
stage | setup slack (ns) | utilization
after detailed placement | 1.67 | 0.591
after floorplan | 3.92 | -
after global placement | 1.82 | 0.591
after global routing | 0.642 | 0.591
after CTS | 1.66 | 0.591
final | 1.59 | 0.591
## report_power, final
part | switching [W] | internal, W
Sequential | 0 | 0
Combinational | 0.000190 | 0.000160
Clock | 0 | 0
Total | 0.000190 | 0.000160
## metal layers
layer | up-vias | wire length, um
met2 | 187 | 5020
met3 | 25 | 719
met5 | - | 0
met4 | 0 | 297
li1 | 2113 | -
met1 | 2000 | 5080
