## ./run.sh

```bash
#!/bin/bash
# OpenROAD 26Q1-2900-gdf79404cd8, Yosys 0.63+post, stock flow scripts
make -C /OpenROAD-flow-scripts/flow DESIGN_CONFIG=/design/flow/config.mk WORK_HOME=/design/flow/orfs finish
```

## ./config.mk

```make
export PLATFORM = sky130hd
export DESIGN_NAME = top_level
export DESIGN_NICKNAME = top_level
export VERILOG_FILES = /design/flow/design.v
export SDC_FILE = /design/flow/constraint.sdc
export NUM_CORES = 4
export LEC_CHECK = 1
export CORE_UTILIZATION = 50
```

## ./constraint.sdc

```tcl
current_design top_level

set clk_period 11.3
set clk_io_pct 0.2

create_clock -name clk0 -period $clk_period [get_ports {clk}]

set non_clock_inputs [all_inputs -no_clocks]
set_input_delay [expr $clk_period * $clk_io_pct] -clock clk0 $non_clock_inputs
set_output_delay [expr $clk_period * $clk_io_pct] -clock clk0 [all_outputs]
```

## ./design.v

```verilog
`timescale 1ns / 1ps
module add3(
    input [3:0] num,
    output [3:0] modnum
    );
    reg [3:0] w;
    always @* begin
    if (num > 4'b0100)  
        w = num + 4'b0011;
    else
        w = num;
    end
    assign modnum = w;
endmodule
`timescale 1ns / 1ps
module alu #(parameter N=8)
    (
    input [N-1:0] in0,
    input [N-1:0] in1,
    input [3:0] op,
    output reg [N-1:0] out
    );
    parameter ADD=0;
    parameter SUB=1;
    parameter AND=2;
    parameter OR=3;
    parameter XOR=4;
    always @* begin
        case(op)
            ADD: out = in0 + in1;
            SUB: out = in0- in1;
            AND: out = in0 & in1;
            OR: out = in0 | in1;
            XOR: out = in0 ^ in1; 
            default: out = in0;
        endcase
    end
endmodule
`timescale 1ns / 1ps
module an_decoder(
    input [1:0] in,
    output reg [3:0] out
    );
    always @*
    case({in[1],in[0]})
    2'b00: out=4'b1110;
    2'b01: out=4'b1101;
    2'b10: out=4'b1011;
    2'b11: out=4'b0111;
    endcase
endmodule
`timescale 1ns / 1ps
module counter #(parameter N=20)(
    input clk,
    input rst,
    output[1:0] msbs
    );
    reg [N-1:0] Qreg, Qnext;
    always @(posedge clk, posedge rst) begin
        if (rst) 
        Qreg <= 0;
        else
        Qreg <= Qnext;
    end
    always @* begin
        Qnext = Qreg+1;
    end
    assign msbs = Qreg[N-1:N-2];
endmodule
`timescale 1ns / 1ps
module eleven_bit_BCD(
    input [10:0] B,
    output [15:0] out
    );
    wire[3:0] c1_modnum;
    wire[3:0] c2_modnum;
    wire[3:0] c3_modnum;
    wire[3:0] c4_modnum;
    wire[3:0] c5_modnum;
    wire[3:0] c6_modnum;
    wire[3:0] c7_modnum;
    wire[3:0] c8_modnum;
    wire[3:0] c9_modnum;
    wire[3:0] c10_modnum;
    wire[3:0] c11_modnum;
    wire[3:0] c12_modnum;
    wire[3:0] c13_modnum;
    wire[3:0] c14_modnum;
    wire[3:0] c15_modnum;
    add3 c1(
        .num({1'b0,B[10:8]}),
        .modnum(c1_modnum)
        );      
    add3 c2(
        .num({c1_modnum[2:0],B[7]}),
        .modnum(c2_modnum)
        );    
    add3 c3(
        .num({c2_modnum[2:0],B[6]}),
        .modnum(c3_modnum)
        );        
    add3 c4(
        .num({c3_modnum[2:0],B[5]}),
        .modnum(c4_modnum)
        );      
    add3 c5(
        .num({c4_modnum[2:0],B[4]}),
        .modnum(c5_modnum)
        );
    add3 c6(
        .num({c5_modnum[2:0],B[3]}),
        .modnum(c6_modnum)
        );
    add3 c7(
        .num({c6_modnum[2:0],B[2]}),
        .modnum(c7_modnum)
        );
    add3 c8(
        .num({c7_modnum[2:0],B[1]}),
        .modnum(c8_modnum)
        );
    add3 c9(
        .num({1'b0,c1_modnum[3],c2_modnum[3],c3_modnum[3]}),
        .modnum(c9_modnum)
        );
    add3 c10(
        .num({c9_modnum[2:0],c4_modnum[3]}),
        .modnum(c10_modnum)
        );
    add3 c11(
        .num({c10_modnum[2:0],c5_modnum[3]}),
        .modnum(c11_modnum)
        );
    add3 c12(
        .num({c11_modnum[2:0],c6_modnum[3]}),
        .modnum(c12_modnum)
        );
    add3 c13(
        .num({c12_modnum[2:0],c7_modnum[3]}),
        .modnum(c13_modnum)
        );
    add3 c14(
        .num({1'b0,c9_modnum[3],c10_modnum[3],c11_modnum[3]}),
        .modnum(c14_modnum)
        );
    add3 c15(
        .num({c14_modnum[2:0],c12_modnum[3]}),
        .modnum(c15_modnum)
        );
    assign out={1'b0,1'b0,1'b0,c15_modnum[3],c15_modnum[2:0],c13_modnum[3],c13_modnum[2:0],c8_modnum[3],c8_modnum[2:0],B[0]};
endmodule
`timescale 1ns / 1ps
module mux2
    #(parameter BITS=16)
    (input [BITS-1:0] in0,
    input [BITS-1:0] in1,
    input sel,
    output [BITS-1:0] out
    );
    assign out = sel ? in1 : in0;
endmodule
`timescale 1ns / 1ps
module mux4
    #(parameter BITS = 4)
    (input [BITS-1:0] in0,
    input [BITS-1:0] in1,
    input [BITS-1:0] in2,
    input [BITS-1:0] in3,
    input [1:0] sel,
    output reg [BITS-1:0] out
    );
    always @*
        case({sel[1],sel[0]})
            2'b00: out  = in0;
            2'b01: out  = in1;
            2'b10: out  = in2;
            2'b11: out  = in3;
        endcase
endmodule
`timescale 1ns / 1ps
module register #(parameter N=1)
    (
    input clk, rst, en,
    input [N-1:0] D,
    output reg [N-1:0] Q
    );
    always @(posedge clk, posedge rst) begin
    if (rst == 1)
        Q <= 0;
    else if (en==1)
        Q <= D;
    end
endmodule
`timescale 1ns / 1ps
module show2c(
    input [7:0] Din,
    output reg [15:0] data,
    output sign
    );
    reg msb;
    reg [7:0] to_one;
    reg [7:0] to_zero;
    reg [7:0] flip;
    always @* begin
        msb = Din[7];
    end
    always @* begin
        if (msb == 1'b1) begin
        flip = ~{1'b1,Din[7:0]};
        to_one = flip + 8'b1;
        end
        else
        to_zero = Din;
    end
    always @* begin
        case(msb)
        1'b0: data = {8'b0,to_zero};
        1'b1: data = {8'b0,to_one};
        endcase
    end
    assign sign=Din[7];    
endmodule
`timescale 1ns / 1ps
module sseg4(
    input [15:0] data,
    input hex_dec,
    input sign,
    input [1:0] digit_sel,
    output [6:0] seg,
    output dp,
    output [3:0] an
    );
    wire[15:0] bcd11_mux2; 
    wire[15:0] mux2_mux4;
    wire[3:0] mux4_decoder;
    wire[6:0] decoder_mux2;
    wire sel_mux2;
    eleven_bit_BCD bcd11(
    .B(data[10:0]),
    .out(bcd11_mux2));
    mux2 #(.BITS(16)) mux2_1(
    .in0(bcd11_mux2),
    .in1(data),
    .sel(hex_dec),
    .out(mux2_mux4));
    mux4 #(.BITS(4)) mymux4(
    .in0(mux2_mux4[3:0]),
    .in1(mux2_mux4[7:4]),
    .in2(mux2_mux4[11:8]),
    .in3(mux2_mux4[15:12]),
    .sel(digit_sel),
    .out(mux4_decoder));
    sseg_decoder my_sseg_decoder(
    .num(mux4_decoder),
    .sseg(decoder_mux2));
    an_decoder my_an_decoder(
    .in(digit_sel),
    .out(an));
    assign sel_mux2 = sign&~an[3];
    mux2 #(.BITS(7)) mux2_2(
    .in0(decoder_mux2),
    .in1(7'b0111111),
    .sel(sel_mux2),
    .out(seg));
    assign dp = 1'b1;
endmodule
`timescale 1ns / 1ps
module sseg_decoder(
    input [3:0] num,
    output reg [6:0] sseg
    );
always @*
    case(num)
    4'h0: sseg = 7'b1000000;
    4'h1: sseg = 7'b1111001;
    4'h2: sseg = 7'b0100100;
    4'h3: sseg = 7'b0110000;
    4'h4: sseg = 7'b0011001;
    4'h5: sseg = 7'b0010010;
    4'h6: sseg = 7'b0000010;
    4'h7: sseg = 7'b1111000;
    4'h8: sseg = 7'b0000000;
    4'h9: sseg = 7'b0011000;
    4'hA: sseg = 7'b0001000;
    4'hB: sseg = 7'b0000011;
    4'hC: sseg = 7'b1000110;
    4'hD: sseg = 7'b0100001;
    4'hE: sseg = 7'b0000110;
    4'hF: sseg = 7'b0001110;
    endcase
endmodule
`timescale 1ns / 1ps
module top_lab9(
    input btnU,
    input btnD,
    input [15:0] sw,
    input clk,
    input btnC,
    output [15:0] led
    );
    wire[7:0] out_reg1;
    wire[7:0] out_alu;
    wire[7:0] out_reg2;
    register #(.N(8)) reg1(
        .D(sw[7:0]),
        .clk(clk),
        .rst(btnC),
        .en(btnD),
        .Q(out_reg1) );
    alu myalu(
        .in0(sw[7:0]),
        .in1(out_reg1),
        .op(sw[11:8]),
        .out(out_alu) );
    register #(.N(8)) reg2(
        .D(out_alu),
        .clk(clk),
        .rst(btnC),
        .en(btnU),
        .Q(out_reg2) );
    assign led = {out_reg2, out_reg1};
endmodule
`timescale 1ns / 1ps
module top_level(
    input btnU,
    input btnD,
    input [15:0] sw,
    input clk,
    input btnC,
    output [6:0] seg,
    output [3:0] an,
    output dp,
    output [15:0] led
    );
    wire[15:0] out_calc;
    wire[15:0] out_show2c;
    wire sign;
    wire[1:0] out_count;
    top_lab9 calc(
        .btnU(btnU),
        .btnD(btnD),
        .sw(sw),
        .clk(clk),
        .btnC(btnC),
        .led(out_calc));
    assign led=out_calc;
    show2c myshow2c(
        .Din(out_calc[15:8]),
        .data(out_show2c),
        .sign(sign));
    counter mycounter(
        .clk(clk),
        .rst(btnC),
        .msbs(out_count));
    sseg4 mysseg4(
        .data(out_show2c),
        .sign(sign),
        .hex_dec(sw[15]),
        .digit_sel(out_count),
        .seg(seg),
        .dp(dp),
        .an(an));
endmodule
```

==> Slide: Implementation Results <==
Flow Results at a Glance

Layout
  • Layout cells sized above 1: 6.74%
  • Synth-to-Final Area Change: 14.8%
  • Layout Cells excl Fill: 639
  • Finished Core Util: 59.1%

Run
  • Max-capacitance violation count: 0
  • Tool warnings: 45

Global route
  • Vias in the first global route: 3387
  • First-pass GRT wire length: 15200 um
  • Global-route usage over all layers: 21.9%
  • Initial antenna violation count: 0
  • Largest net degree at the start of global routing: 37
  • Total gr overflow: 0

Clock tree
  • Clock buffer depth: 2
  • Cts hold-fix bufs: 0
  • Reg clk slew, reported paths: 0.07 ns
  • Post-CTS setup repair buffer count: 0
  • Skew-Pair Late Insertion Delay: 0.29 ns
  • Resize count post-CTS: 0
  • CTS tree: done
  • Root Buffer: clkbuf_8
  • H-tree levels: 2
  • CTS Buf Count: 5

Yosys
  • Largest cells by area after synthesis: dfrtp_1 (21%), ha_1 (12%), xnor2_1 (6.0%)
  • Cell variety after synth: 79
  • Post-synth EDFFs: 0
  • Synthesized area: 0.00421 mm^2
  • #FFs+latches synth: 52
  • Post-synth top area cell: dfrtp_1
  • Synthesized area per cell: 8.54 um^2
  • Count leader, synth: inv_1
  • Most frequent cells after synthesis: inv_1 (44), ha_1 (42), nand2_1 (41)
  • Mapped Cells: 493
  • Yosys cell count: 493
  • Post-synth ARST share: 69.2%
  • Syn. warnings: 8
  • Commonest flop: dfrtp_1
  • Yosys top cell area share: 21.4%
  • Yosys stat area: 0.00421 mm^2

Drt
  • Antenna diode instance count: 0
  • Routed Wire Length: 8800 um
  • Drt wl/cell: 13.8 um
  • First-pass DRT Iterations: 4
  • Vias per Instance: 5.59
  • Via count: 3570
  • DR DRC count: 0
  • DRT iter0 DRCs: 61
  • Antenna-violating nets left: 0

Die
  • # IOs: 48
  • Rows: 33
  • Floorplan core density: 51.5%
  • Die area: 0.00879 mm^2
  • Core area: 0.00818 mm^2
  • Chip width: 93.8 um
  • Die Ht: 93.8 um

Placement
  • RePlAce Congestion: 0.881
  • Placed insts: 631
  • HPWL after detailed placement: 6860 um
  • IO buf count: 43

Timing
  • WHS: 0.471 ns
  • Number of unconstrained endpoints: 16
  • Slew at the pin closest to its max-slew limit: 0.753 ns
  • Fin Clk Skew: 0.00331 ns
  • Final setup viols: 0
  • Final hold violation count: 0
  • Fin crit period: 9.67 ns
  • FMAX: 0.103 GHz
  • Total Negative Setup Slacks: 0 ns
  • Final Cycle Share: 85.5%
  • Register pins left without a clock: 16
  • Max Slew Vio Count: 0
  • Max-slew headroom: 49.5%
  • RSZ-0062 raised after global routing: false

Worst setup path
  • Arrival time worst endpoint: 7.41 ns
  • CP Launch Type: flip-flop
  • Worst-case reg-to-reg path depth: 16
  • Setup crit end kind: primary output
  • Most used cell, CP: ha_1
  • Crit Path Max Fanout: 24
  • Worst path max stage delay: 0.47 ns
  • CP Class: reg -> out
  • Slowest cell on the critical path: clkdlybuf4s50_1
  • Req. time, crit path: 9.04 ns

Min path
  • HP Class: reg -> reg
  • WHS Path Cells: 1

Pwr
  • Worst VDD drop: 149 uV
  • Pwr dens: 166 mW/mm^2
  • Pleak: 2.17 nW

Run status
  • Status: complete, no violations
-- layout make-up --
type                       count  area (um^2)
tap                          105          131
clock buffer                   6         72.6
timing repair buffer          47          460
fill                         752         3340
clock inverter                 2         35.0
inverter                      47          176
sequential                    52         1140
multi-input combinational    380         2810
-- placed cells by master (no fill, tap or decap), drive strengths merged, types with 7 or more instances in the layout --
master	n
xor2	11
mux2i	12
nor3	8
a21oi	29
xnor2	29
o21ai	30
nand3	14
inv	47
and3	7
nor2	40
clkdlybuf4s50	43
dlxtp	8
dlxtn	8
a31oi	10
ha	42
dfrtp	36
o211ai	7
nand2	41
-- power by group --
part	switching (W)	internal, W	total [W]
clock	0.0000460	0.0000655	0.000111
sequential	0.0000114	0.000146	0.000157
combinational	0.000282	0.000253	0.000535
total	0.000339	0.000464	0.000803
-- metal layers --
metal  GRT usage, %  vias up  part of all wire, %
met3           2.14       11                  2.1
met1           30.6     1657                   47
met5              0        -                    0
met4           3.46        0                  1.6
li1               -     1854                    -
met2           38.4       48                   49
-- metrics by stage --
step / power (W) / area [um^2] / setup slack [ns]
finish: 0.000803 / 4830 / 1.63
global route: 0.000876 / 4830 / 1.06
CTS: 0.000810 / 4830 / 1.61
detailed placement: 0.000692 / 4720 / 1.95
global placement: 0.000688 / 4720 / 2.01
floorplan: 0.000548 / 4210 / 3.16
-- critical path, delay by kind of cell (launching register included) --
family	cells	cell delay, ns
AOI/OAI and AO/OA	7	1.53
DFF	1	0.46
buffers and inverters	8	1.39
and+or+nand+nor	5	1.12
xor gates and xnor gates	2	0.55
muxes	2	0.56
adders and majority gates	6	1.51
-- state kept, by name, indices dropped and copies added, names as in the netlist --
name	count
mycounter.Qreg	20
myshow2c.to_zero	8
myshow2c.to_one	8
calc.reg1.Q	8
calc.reg2.Q	8
-- cells by family after synthesis --
| logic type | count (synthesis) | synth area share, % |
|---|---|---|
| buffers and inverters | 61 | 6.03 |
| XOR/XNOR | 40 | 8.32 |
| latches | 16 | 5.71 |
| other | 1 | 0.0891 |
| flip-flops | 36 | 21.4 |
| AND-OR/OR-AND | 133 | 23.4 |
| multiplexers | 15 | 4.52 |
| adder cells (fa/ha/maj) | 43 | 13.0 |
| AND/OR/NAND/NOR | 148 | 17.6 |
-- final timing paths --
check                           slack (ns)                         start                           end
max in group asynchronous             8.60                          btnC    calc.reg2.Q[1]$_DFFE_PP0P_
worst max-delay path                  1.63    calc.reg2.Q[7]$_DFFE_PP0P_                        seg[5]
min in group asynchronous             2.37                          btnC  mycounter.Qreg[11]$_DFF_PP0_
worst min-delay path                  0.47  mycounter.Qreg[15]$_DFF_PP0_  mycounter.Qreg[15]$_DFF_PP0_
worst min register to register        0.47  mycounter.Qreg[15]$_DFF_PP0_  mycounter.Qreg[15]$_DFF_PP0_
worst max register to register        8.34    calc.reg1.Q[0]$_DFFE_PP0P_    calc.reg2.Q[7]$_DFFE_PP0P_
Power and IR drop assume default switching activity.
